<file path="./design.v">
`timescale 1ns / 1ps
module rotate_sq
    #(parameter base_counter = 10_000_000)
    (
    input clk, rst_n,
    input cw, en,
    output reg[7:0] in0, in1, in2, in3, in4, in5, in6, in7
    );
    reg [23:0] mod_counter = 0;
    reg [3:0] state = 0; 
    always @(posedge clk, negedge rst_n) begin
        if (!rst_n) begin
            mod_counter <= 0;
            state <= 0;
        end else if (en) begin  
            if (mod_counter == base_counter - 1) begin
                mod_counter <= 0;
                if (cw)  
                    state <= (state == 15) ? 0 : state + 1;
                else  
                    state <= (state == 0) ? 15 : state - 1;
            end else begin
                mod_counter <= mod_counter + 1;
            end
        end
    end
    always @* begin
        in0=8'hff; in1=8'hff; in2=8'hff; in3=8'hff;
        in4=8'hff; in5=8'hff; in6=8'hff; in7=8'hff;
        case(state)
            4'd0:  in0 = 8'h9C;
            4'd1:  in1 = 8'h9C;
            4'd2:  in2 = 8'h9C;
            4'd3:  in3 = 8'h9C;
            4'd4:  in4 = 8'h9C;
            4'd5:  in5 = 8'h9C;
            4'd6:  in6 = 8'h9C;
            4'd7:  in7 = 8'h9C;
            4'd8:  in7 = 8'hA3;
            4'd9:  in6 = 8'hA3;
            4'd10: in5 = 8'hA3;
            4'd11: in4 = 8'hA3;
            4'd12: in3 = 8'hA3;
            4'd13: in2 = 8'hA3;
            4'd14: in1 = 8'hA3;
            4'd15: in0 = 8'hA3;
        endcase
    end
endmodule
</file>
<file path="./config.mk">
export PLATFORM = sky130hd
export DESIGN_NAME = rotate_sq
export DESIGN_NICKNAME = rotate_sq
export VERILOG_FILES = /design/flow/design.v
export SDC_FILE = /design/flow/constraint.sdc
export NUM_CORES = 4
export LEC_CHECK = 1
export CORE_UTILIZATION = 30
</file>
<file path="./run.sh">
#!/bin/bash
# OpenROAD 26Q1-2900-gdf79404cd8, Yosys 0.63+post, stock flow scripts
make -C /OpenROAD-flow-scripts/flow DESIGN_CONFIG=/design/flow/config.mk WORK_HOME=/design/flow/orfs finish
</file>
<file path="./constraint.sdc">
current_design rotate_sq

set clk_period 2.8
set clk_io_pct 0.2

create_clock -name clk0 -period $clk_period [get_ports {clk}]

set non_clock_inputs [all_inputs -no_clocks]
set_input_delay [expr $clk_period * $clk_io_pct] -clock clk0 $non_clock_inputs
set_output_delay [expr $clk_period * $clk_io_pct] -clock clk0 [all_outputs]
</file>
==> results.json <==
{
  "worst-path-max-fanout": 7,
  "rsz0062_at_grt": "false",
  "place_congestion": 0.836,
  "dr.first_iter.drc_count": 119,
  "setup-tns-final_ns": 0,
  "grt_use_total": 0.123,
  "netlist_instances": 239,
  "num_antenna_cells": 0,
  "detail-route-antenna-nets": 0,
  "fillCellCount": 621,
  "holdBufCountCts": 0,
  "synth_top_flop_cell": "sky130_fd_sc_hd__dfrtp_1",
  "synth_cell_types": 41,
  "post_synth_xor_area_fraction": 0.0682,
  "timing.hold.worst.class": "reg -> reg",
  "worstSetupPathType": "reg -> out",
  "cts_tree": "done",
  "buffers_inverters_on_critical_path": 2,
  "worstMarginPinSlew_ns": 0.504,
  "dpl-instance-area_um2": 2480,
  "grt_overflow_total": 0,
  "synth.avg_cell_area_um2": 8.60,
  "layout.cells.most_common": "sky130_fd_sc_hd__clkdlybuf4s50_1",
  "final-setup-viol-count": 0,
  "topCombFamilyByArea": "simple AND/OR/NAND/NOR gates",
  "yosys_stat_cell_total": 239,
  "power_switching_share": 0.268,
  "mappedNetlistArea_um2": 2060,
  "period_used_share": 0.934,
  "floorplan.io_pins": 68,
  "max-vdd-ir-drop_uv": 297,
  "r2r_slack_ns": 0.68,
  "mux_share": 0.0152,
  "number_of_antenna_violations_at_the_first_check_in_global_routing": 0,
  "placementRows": 29,
  "worst_path_largest_cell_delay_ns": 0.47,
  "r2r_start": "mod_counter[1]",
  "first_global_vias": 1488,
  "cts_htree_levels": 1,
  "design.die.area_um2": 7190,
  "last_element_of_the_critical_path": "in0[6]",
  "floorplan.die.width_um": 84.8,
  "hold_path_startpoint": "mod_counter[14]",
  "power_density_nw_per_um2": 387,
  "postCtsSetupBuffers": 0,
  "netSwitchingPower_mw": 0.265,
  "placement.io_buffers": 59,
  "multi_input_comb_area_um2": 996,
  "area_growth_syn_to_layout_pct": 24.0,
  "worst-path-stages": 6,
  "synth.ff_latch_count": 28,
  "worst_setup_hold_path_clk_slew_ns": 0.10,
  "period_minus_slack_ns": 2.62,
  "dp_hpwl_um": 3160,
  "hold_viol": 0,
  "cts_made_buffers": 3,
  "postRouteWirelength_um": 4260,
  "yosys_area_um2": 2060,
  "timing.critical_path.max_delay_family": "buffers and inverters",
  "status": "finished clean",
  "chip_height_um": 84.8,
  "synthAoiAreaFrac": 0.0889,
  "arrival_time_reported_for_the_critical_path_endpoint_ns": 2.06,
  "leakage_nw": 1.08,
  "max-cap-violations": 0,
  "final_layout_size_suffix_gt1_frac": 0.0526,
  "core_area_um2": 6490,
  "cts_root_buffer": "sky130_fd_sc_hd__clkbuf_8",
  "worst_slew_margin_rel": 0.663,
  "synth_async_sr_flop_share": 1.00,
  "comb_power_share": 0.164,
  "fmaxAchievable_mhz": 382,
  "worst_setup_path_startpoint": "state[1]",
  "internal_power_mw": 0.723,
  "detail_route.vias_per_cell": 5.03,
  "seq_area_um2": 702,
  "synth.cellmix.adderShare": 0.0548,
  "drt_pre_antenna_iters": 22,
  "synth-edff-count": 0,
  "final_cell_area_um2": 2550,
  "endpoint_kind": "output pin",
  "cp.required_ns": 2.24,
  "drc": 0,
  "top_layout_cells": "sky130_fd_sc_hd__clkdlybuf4s50_1 (59), sky130_fd_sc_hd__dfrtp_1 (27), sky130_fd_sc_hd__nand2_1 (24)",
  "worst_r2r_endpoint": "mod_counter[12]",
  "fin_worst_skew_ns": 0.00771,
  "clock_sink_count": 28,
  "drv_slew": 0,
  "cts.path.max_buffers": 2,
  "r2r.worst_path.cells": 6,
  "grt_first_pass_wirelength_um": 7130,
  "ys_sh_simple": 0.243,
  "fraction_of_power_consumed_by_the_clock_network": 0.326,
  "cpMostUsedCell": "sky130_fd_sc_hd__ha_1",
  "synth.yosys.warnings": 1,
  "clock.latency.late_pin_ns": 0.28,
  "cp_cell_sequence": "inv_1 > ha_1 > ha_1 > nand2_1 > and2_1 > clkdlybuf4s50_1",
  "startpoint_type": "flop",
  "yosys.stat.seqShare": 0.341,
  "maximum_number_of_pins_on_one_net_before_global_route_repair": 29,
  "total_number_of_warnings_across_the_stage_logs": 31,
  "share_seq_of_total_power": 0.510,
  "floorplan.core_util": 0.317,
  "final_util": 0.393,
  "routed_wire_length_per_instance_um": 12.4,
  "via_count": 1725,
  "critPathSlowestCell": "sky130_fd_sc_hd__dfrtp_1"
}
## per-layer routing
layer | track usage | share of wire | up-vias
li1 | - | - | 836
met4 | 0.00616 | 0.0040 | 0
met2 | 0.189 | 0.44 | 90
met5 | 0 | 0 | -
met3 | 0.0249 | 0.076 | 2
met1 | 0.192 | 0.48 | 797
## cell families after synthesis
group / after synthesis
xor+xnor: 16
other cells: 1
mux: 3
fa+ha+maj: 9
flops: 28
compound gates: 27
simple gates: 93
buf+inv: 62
## cell usage after synthesis, types with 2 or more instances
cell | instances | area share
sky130_fd_sc_hd__a21oi_1 | 6 | 0.015
sky130_fd_sc_hd__a31o_2 | 2 | 0.0085
sky130_fd_sc_hd__a31oi_1 | 2 | 0.0061
sky130_fd_sc_hd__and2_1 | 9 | 0.027
sky130_fd_sc_hd__and3_1 | 3 | 0.0091
sky130_fd_sc_hd__and4_1 | 3 | 0.013
sky130_fd_sc_hd__buf_2 | 2 | 0.0049
sky130_fd_sc_hd__buf_4 | 40 | 0.15
sky130_fd_sc_hd__clkbuf_1 | 6 | 0.011
sky130_fd_sc_hd__dfrtp_1 | 28 | 0.34
sky130_fd_sc_hd__ha_1 | 9 | 0.055
sky130_fd_sc_hd__inv_1 | 13 | 0.024
sky130_fd_sc_hd__mux2i_1 | 2 | 0.0097
sky130_fd_sc_hd__nand2_1 | 24 | 0.044
sky130_fd_sc_hd__nand3_1 | 12 | 0.029
sky130_fd_sc_hd__nand4_1 | 12 | 0.037
sky130_fd_sc_hd__nor2_1 | 9 | 0.016
sky130_fd_sc_hd__nor3_1 | 7 | 0.017
sky130_fd_sc_hd__nor4b_1 | 2 | 0.0085
sky130_fd_sc_hd__o21ai_0 | 4 | 0.0097
sky130_fd_sc_hd__o22ai_1 | 2 | 0.0061
sky130_fd_sc_hd__o2bb2ai_1 | 2 | 0.0085
sky130_fd_sc_hd__o31ai_1 | 2 | 0.0073
sky130_fd_sc_hd__or3_1 | 2 | 0.0061
sky130_fd_sc_hd__or4_1 | 6 | 0.022
sky130_fd_sc_hd__xnor2_1 | 7 | 0.030
sky130_fd_sc_hd__xor2_1 | 9 | 0.038
## worst reg2reg max path, cell delays in order (launching register included)
cell and delay, ns:
sky130_fd_sc_hd__dfrtp_1 0.45, sky130_fd_sc_hd__ha_1 0.32, sky130_fd_sc_hd__inv_1 0.06, sky130_fd_sc_hd__or4_1 0.55
sky130_fd_sc_hd__buf_4 0.19, sky130_fd_sc_hd__or3_1 0.34, sky130_fd_sc_hd__a21oi_1 0.14
## worst min-delay path by stage
stage | endpoint | slack [ns] | depth (start not counted)
CTS | mod_counter[14] | 0.50 | 1
global route | mod_counter[14] | 0.54 | 1
finish | mod_counter[14] | 0.50 | 1
## power by group through the flow
stage	Sequential, mW	Clock, mW	Combinational (mW)
after CTS	0.503	0.329	0.163
after global routing	0.513	0.348	0.185
final	0.504	0.322	0.162
## flip-flops by register name, summed over array words and instances (netlist names)
signal and cells:
state 4, mod_counter 24
## metrics by stage
stage / hold slack (ns) / instances / worst slack, ns / power [mW]
after global placement: 0.497 / 339 / 0.271 / 0.672
after CTS: 0.503 / 343 / 0.106 / 0.995
final: 0.505 / 343 / 0.184 / 0.988
after global routing: 0.543 / 343 / 0.0488 / 1.05
after floorplan: 0.264 / 246 / 0.771 / 0.617
after detailed placement: 0.489 / 339 / 0.254 / 0.672
## repair_timing
item	CTS	global route
hold endpoints to repair	0	0
setup endpoints to repair	0	3
gates resized	0	1
## final cells by class
class	count	share of cell area
clock inverter	1	0.0118
tap	77	0.0378
sequential	28	0.275
multi-input combinational	156	0.391
timing repair buffer	65	0.249
clock buffer	3	0.0162
inverter	13	0.0191
Power is estimated from default activity; no workload was simulated.
