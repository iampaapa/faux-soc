--- config.mk ---
export PLATFORM = sky130hd
export DESIGN_NAME = LED_mux
export DESIGN_NICKNAME = LED_mux
export VERILOG_FILES = /design/flow/design.v
export SDC_FILE = /design/flow/constraint.sdc
export NUM_CORES = 4
export LEC_CHECK = 1
export CORE_AREA = 10 10 88 88
export DIE_AREA = 0 0 98 98
--- constraint.sdc ---
current_design LED_mux

set clk_period 2.2
set clk_io_pct 0.2

create_clock -name clk0 -period $clk_period [get_ports {clk}]

set non_clock_inputs [all_inputs -no_clocks]
set_input_delay [expr $clk_period * $clk_io_pct] -clock clk0 $non_clock_inputs
set_output_delay [expr $clk_period * $clk_io_pct] -clock clk0 [all_outputs]
--- design.v ---
`timescale 1ns / 1ps
module LED_mux
    #(parameter N=17)  
    (
    input clk, rst,
    input[7:0] in0, in1, in2, in3, in4, in5, in6, in7,
    output [7:0] seg_out,
    output reg[7:0] sel_out
    );
    reg [N-1:0] refresh_counter = 0;
    always @(posedge clk, negedge rst) begin
        if (!rst)
            refresh_counter <= 0;
        else
            refresh_counter <= refresh_counter + 1;
    end
    wire [2:0] out_counter = refresh_counter[N-1:N-3];
    always @* begin
        sel_out = 8'b11111111;  
        sel_out[out_counter] = 1'b0;
    end
    reg [7:0] hex_out;
    always @* begin
        case (out_counter)
            3'b000: hex_out = in0;
            3'b001: hex_out = in1;
            3'b010: hex_out = in2;
            3'b011: hex_out = in3;
            3'b100: hex_out = in4;
            3'b101: hex_out = in5;
            3'b110: hex_out = in6;
            3'b111: hex_out = in7;
            default: hex_out = 8'hFF;  
        endcase
    end
    assign seg_out = hex_out;
endmodule
--- run.sh ---
#!/bin/bash
# OpenROAD 26Q1-2900-gdf79404cd8, Yosys 0.63+post, stock flow scripts
make -C /OpenROAD-flow-scripts/flow DESIGN_CONFIG=/design/flow/config.mk WORK_HOME=/design/flow/orfs finish
==> out/metrics.yaml <==
setup_path:
  timing.critical_path.buf_inv: 4
  critical_path_depth: 7
  crit_slowest_cell: "or4_4"
  worst_setup_path_end_kind: "output pin"
  critical_path_required_ns: 1.76
  timing.critical_path.to: "seg_out[3]"
  crit-reg2reg-capture: "refresh_counter[16]"
  r2r_slack_ns: 0.72
  path_cells: "inv_2 > buf_6 > ha_4 > or4_4 > buf_6 > o22a_1 > buf_2"
  arrival_ns: 2.03
  timing.setup.critical_path_class: "reg -> out"
  crit_path_start_kind: "flop"
  worst_path_most_repeated_cell: "buf_6"
  delay_of_the_slowest_critical_path_stage_ns: 0.57
  cp-startpoint: "refresh_counter[15]"
  timing.rr.start: "refresh_counter[0]"
  number_of_cell_instances_on_the_worst_register_to_register_path: 4
  critical_path.top_delay_family: "simple AND/OR/NAND/NOR gates"
  critical_path.max_fanout: 4
layout:
  area_growth_pct: 98.8
  fill_cells: 549
  biggestRegsByFlops: "refresh_counter: 17 flops"
  drive_above_1_share: 0.328
  largest_register_ff_count: 17
  regMostFlops: "refresh_counter"
clocking:
  clk_path_buf_depth: 2
  tritoncts: "done"
  clock_tree.htree_level_count: 1
  worst_setup_hold_path_clk_slew_ns: 0.07
  hold_buffers: 0
  cts_root_buf: "clkbuf_8"
  tritoncts.num_buffers: 3
  clk_latency_ns: 0.25
  tritoncts_num_sinks: 17
timing:
  min_period_over_period: 1.12
  worst_pin_slew_ns: 0.344
  setup_ws_ns: -0.267
  finalHoldViolCount: 0
  timing.final.crit_period_ns: 2.47
  timing_max_transition_violations_final: 0
  max_clock_freq_mhz: 405
  final-setup-viol-count: 8
  rsz0062_at_grt: "yes"
  holdWs_ns: 0.483
  worst_slew_margin_rel: 0.770
  skew_ns: 0.00204
route:
  drc: 0
  via_per_inst: 4.89
  detailedRoute.firstIterationViolations: 44
  post_drt_wl_per_cell_um: 17.0
  totalWireLength_mm: 5.59
  drt_pass1_iterations: 4
  drt.antenna.violating_nets: 0
  detail_route.antenna_diodes: 0
  num_vias: 1603
placed_design:
  port-buffer-count: 81
  gp_routability_congestion: 0.871
  pre_cts_ws_ns: -0.329
  dp_hpwl_mm: 4.06
logic_synthesis:
  synth.avg_cell_area_um2: 9.53
  synthArstFlopShare: 1.00
  most_common_cell_in_the_synthesized_netlist: "dfrtp_1"
  synth-edff-count: 0
  synth_stat.cells: 144
  postSynthCellCount: 144
  ff_type: "dfrtp_1"
  yosys-stat-area_um2: 1370
  yosys-top-cells-area: "dfrtp_1, xor2_1, ha_1"
  synthesis.area_um2: 1370
  ys.warnings.count: 1
  yosys.cell_types.count: 26
  sequential_cell_area_fraction_in_the_yosys_report: 0.310
  synth.top_cell.area_share: 0.310
  synth.top_cells.by_count: "dfrtp_1, nand2_1, nand3_1, xor2_1"
  synth_flops: 17
  netlist.top_cell.by_area: "dfrtp_1"
run:
  stage_log_warnings: 30
  drv.max_cap_violation_count: 0
floorplan:
  io_pins: 82
  fp-row-count: 28
  die_width_um: 98
  core_um2: 5920
  initCoreUtil: 0.232
  floorplan.die.height_um: 98
  fp.dieArea_um2: 9600
power_and_ir_drop:
  leakage_nw: 1.10
  power-per-cell-area_nw_per_um2: 254
  vdd_ir_drop_max_uv: 426
global_route:
  met2_usage: 0.161
  grtUsageMet3: 0.0349
  grt_usage: 0.111
  grt_overflow: 0
  global_route.usage.met1: 0.165
  global_route_wire_length_before_repair_mm: 8.96
  initial_antenna_violation_count: 0
  grt_max_degree: 19
  via_count_of_the_first_global_routing_pass: 1632
  grt_busiest_layer: "met1"
worst_hold_path:
  worstHoldPathCells: 1
  type_of_the_worst_min_delay_path: "reg -> reg"
outcome:
  failed_checks: "negative setup slack"
  outcome: "complete, but fails checks"
cells by family (layout without fill, tap and decap cells):
| group | count (synthesis) | count (layout) | share of synthesized area |
|---|---|---|---|
| buf+inv | 16 | 124 | 0.0620 |
| fa+ha+maj | 6 | 6 | 0.0547 |
| simple gates | 44 | 45 | 0.201 |
| mux | 6 | 6 | 0.0492 |
| xor+xnor | 15 | 15 | 0.0957 |
| compound gates | 40 | 40 | 0.228 |
| flops | 17 | 17 | 0.310 |
metal layers:
layer	share of wire	routed length (µm)
met3	0.097	541
met5	0	0
met4	0.0038	21
met2	0.40	2240
met1	0.50	2790
area by class of cell:
class / count / area (µm²) / share of cell area
clock buffer: 3 / 41.3 / 0.0151
clock inverter: 1 / 5.00 / 0.00183
inverter: 6 / 22.5 / 0.00825
multi-input combinational: 112 / 1020 / 0.374
sequential: 17 / 425 / 0.156
tap: 75 / 93.8 / 0.0344
timing repair buffer: 114 / 1120 / 0.410
where the power goes:
| group | leakage [nW] | switching [mW] | internal, mW |
|---|---|---|---|
| Combinational | 0.851 | 0.0321 | 0.116 |
| Sequential | 0.228 | 0 | 0.312 |
| Clock | 0.0255 | 0.106 | 0.125 |
repair_timing:
| item | 4_1_cts | 5_1_grt |
|---|---|---|
| pin swaps | 17 | 10 |
| buffers inserted | 11 | 2 |
| gates resized | 73 | 12 |
| endpoints found under the setup margin | 16 | 13 |
| gates cloned | 2 | 0 |
per-stage QoR:
stage | power (mW) | TNS, ns | util | std cells | cell area, µm²
global route | 0.726 | -2.31 | 0.461 | 328 | 2730
global placement | 0.469 | -2.37 | 0.400 | 309 | 2370
floorplan | 0.330 | 0 | - | 144 | 1370
finish | 0.692 | -1.68 | 0.461 | 328 | 2730
CTS | 0.700 | -1.74 | 0.451 | 326 | 2670
detailed placement | 0.469 | -2.50 | 0.400 | 309 | 2370
worst min-delay path by stage:
stage                  startpoint                  end
CTS            refresh_counter[0]   refresh_counter[0]
global route   refresh_counter[0]   refresh_counter[0]
finish        refresh_counter[11]  refresh_counter[11]
cell usage in the layout, fill, tap and decap left out, types with 2 or more instances in the layout:
master / instances
or4_4: 3
nand2_1: 10
nor2_1: 6
nor3_1: 4
a21oi_1: 7
inv_2: 2
o22a_1: 6
xnor2_1: 6
a221o_1: 6
nand2_2: 2
inv_1: 4
buf_4: 14
o32a_1: 2
clkdlybuf4s15_1: 3
a22oi_1: 5
nand2b_1: 2
ha_4: 5
dfrtp_1: 17
dlygate4sd2_1: 4
buf_6: 17
nor4_2: 4
clkbuf_8: 3
nand3_1: 9
xor2_1: 9
clkdlybuf4s50_1: 65
buf_2: 8
nand4_1: 2
a221oi_2: 8
mux2_2: 6
a22oi_2: 3
worst reg2reg max path: cells and delay by family, from the launching register on:
family	cells	cell delay, ns
adders and majority gates	1	0.20
DFF	1	0.40
xor gates and xnor gates	1	0.16
and+or+nand+nor	2	0.65
Power and IR drop assume default switching activity.
